[design/flow/config.mk]
export PLATFORM = sky130hd
export DESIGN_NAME = spi_slave
export DESIGN_NICKNAME = spi_slave
export VERILOG_FILES = /design/flow/design.v
export SDC_FILE = /design/flow/constraint.sdc
export NUM_CORES = 4
export LEC_CHECK = 1
export CORE_UTILIZATION = 50
[design/flow/constraint.sdc]
current_design spi_slave

set clk_period 1.5
set clk_io_pct 0.2

create_clock -name clk0 -period $clk_period [get_ports {HCLK}]
create_clock -name clk1 -period $clk_period [get_ports {SPI_SLAVE_CLK}]
create_clock -name clk2 -period $clk_period [get_ports {SPI_SLAVE_CLKB}]

set non_clock_inputs [all_inputs -no_clocks]
set_input_delay [expr $clk_period * $clk_io_pct] -clock clk0 $non_clock_inputs
set_output_delay [expr $clk_period * $clk_io_pct] -clock clk0 [all_outputs]
[design/flow/design.v]
module spi_slave(
    input           HCLK,
    input           HRESETn,
    input           SPI_SLAVE_CLK,
    input           SPI_SLAVE_CLKB,
    input           spi_slave_cs,
    input           spi_slave_mosi,
    output          spi_slave_miso,
    input           spi_cpha,
    input           spi_dummy_len,   
    output          spi2bus_wreq,
    output          spi2bus_rreq,
    output  reg [11:0]  spi2bus_addr,
    output  [31:0]  spi2bus_wdata,
    input   [31:0]  bus2spi_rdata
);
localparam  spi_wr_cmd          = 4'h4;
localparam  spi_wr_cmd_byte     = 4'h5;
localparam  spi_rd_cmd_single   = 4'h0;
localparam  spi_rd_cmd_multi    = 4'h2;
reg     header_phase,
        dummy_phase,
        read_phase,
        write_phase,
        cmd_mode,
        cmd_en,
        write_mode,
        write_mode_byte,
        read_mode,
        read_mode_multi,
        mem_mode,
        spi_mosi_dly,
        spi_miso_dly,
        header_phase_end_d1,
        first_word;
reg [4:0]bit_cnt;
reg [30:0]shift_in;
reg [31:0]shift_out;
wire bit_cnt15 = (bit_cnt == 5'd15);
wire bit_cnt31 = (bit_cnt == 5'd31);
wire header_phase_end = header_phase & bit_cnt15;
wire dummy_phase_end  = dummy_phase & (bit_cnt31 || (!spi_dummy_len && bit_cnt15));
wire write_phase_end  = write_phase & bit_cnt31;
always @(posedge SPI_SLAVE_CLK) spi_mosi_dly <= spi_slave_mosi;
wire spi_mosi_int = spi_cpha ? spi_slave_mosi : spi_mosi_dly;
always @(posedge SPI_SLAVE_CLKB, negedge spi_slave_cs)
    if(!spi_slave_cs)   bit_cnt <= 'h0;
    else if(header_phase_end || dummy_phase_end || write_phase_end)
                        bit_cnt <= 'h0;
    else                bit_cnt <= bit_cnt + 1'b1;
always @(posedge SPI_SLAVE_CLKB, negedge spi_slave_cs)
    if(!spi_slave_cs)   first_word <= 1'b1;
    else if(bit_cnt31)  first_word <= 1'b0;
always @(posedge SPI_SLAVE_CLKB, negedge spi_slave_cs)
    if(!spi_slave_cs)   shift_in <= 'h0;
    else if(header_phase || write_phase)
                        shift_in <= {shift_in[29:0], spi_mosi_int};
always @(posedge SPI_SLAVE_CLKB, negedge spi_slave_cs)
    if(!spi_slave_cs)   
        shift_out <= 'h0;
    else if(dummy_phase_end)
        shift_out <= {bus2spi_rdata[15:8], bus2spi_rdata[7:0],
                    bus2spi_rdata[31:24], bus2spi_rdata[23:16] };
    else if(read_phase & bit_cnt31)
        shift_out <= {bus2spi_rdata[15:8], bus2spi_rdata[7:0],
                    bus2spi_rdata[31:24], bus2spi_rdata[23:16] };
    else
        shift_out <= {shift_out[30:0], 1'b0};
wire spi_miso_pre = shift_out[31];
always @(posedge SPI_SLAVE_CLK) spi_miso_dly <= spi_miso_pre;
assign spi_slave_miso = spi_cpha ? spi_miso_dly : spi_miso_pre;
always @(posedge SPI_SLAVE_CLKB, negedge spi_slave_cs)
    if(!spi_slave_cs)           
        header_phase <= 1'b1;
    else if(header_phase_end)
        header_phase <= 1'b0;
always @(posedge SPI_SLAVE_CLKB, negedge spi_slave_cs)
    if(!spi_slave_cs)           
        mem_mode <= 1'b0;
    else if(header_phase && (bit_cnt == 5'd8) && (shift_in[3:0] == 4'h3))
        mem_mode <= 1'b1;
always @(posedge SPI_SLAVE_CLKB, negedge spi_slave_cs)
    if(!spi_slave_cs)                       dummy_phase <= 1'b0;
    else if(header_phase_end && read_mode)  dummy_phase <= 1'b1;
    else if(dummy_phase_end)                dummy_phase <= 1'b0;
always @(posedge SPI_SLAVE_CLKB, negedge spi_slave_cs)
    if(!spi_slave_cs)           read_phase <= 1'b0;
    else if(dummy_phase_end)    read_phase <= 1'b1;
always @(posedge SPI_SLAVE_CLKB, negedge spi_slave_cs)
    if(!spi_slave_cs)                       write_phase <= 1'b0;
    else if(header_phase_end && write_mode) write_phase <= 1'b1;
always @(posedge SPI_SLAVE_CLK, negedge spi_slave_cs)
    if(!spi_slave_cs)
        header_phase_end_d1 <= 1'b0;
    else
        header_phase_end_d1 <= header_phase_end;
wire mode_sel           = header_phase && (bit_cnt == 5'd4);
wire rd_cmd_single      = (shift_in[3:0] == spi_rd_cmd_single);
wire rd_cmd_multi       = (shift_in[3:0] == spi_rd_cmd_multi);
wire wr_cmd             = (shift_in[3:0] == spi_wr_cmd);
wire wr_cmd_byte        = (shift_in[3:0] == spi_wr_cmd_byte);
always @(posedge SPI_SLAVE_CLKB, negedge spi_slave_cs)
    if(!spi_slave_cs)   
        read_mode <= 1'b0;
    else if(mode_sel && (rd_cmd_single || rd_cmd_multi))
        read_mode <= 1'b1;
always @(posedge SPI_SLAVE_CLKB, negedge spi_slave_cs)
    if(!spi_slave_cs)   
        read_mode_multi <= 1'b0;
    else if(mode_sel && rd_cmd_multi)
        read_mode_multi <= 1'b1;
always @(posedge SPI_SLAVE_CLKB, negedge spi_slave_cs)
    if(!spi_slave_cs)   
        write_mode <= 1'b0;
    else if(mode_sel && wr_cmd)
        write_mode <= 1'b1;
always @(posedge SPI_SLAVE_CLKB, negedge spi_slave_cs)
    if(!spi_slave_cs)   
        write_mode_byte <= 1'b0;
    else if(mode_sel && wr_cmd_byte)
        write_mode_byte <= 1'b1;
wire inc_waddr = write_phase && !first_word && (bit_cnt == 5'd30);
wire inc_raddr = read_phase && (bit_cnt == 5'd2);
always @(posedge SPI_SLAVE_CLKB)
    if(header_phase_end)    spi2bus_addr <= {shift_in[10:0], spi_mosi_int};
    else if(!mem_mode && (inc_waddr || (inc_raddr && read_mode_multi)))
                            spi2bus_addr <= spi2bus_addr + 1'b1;
reg spi_wreq_pre,
    spi_wreq_pre_d1,
    spi_wreq_pre_d2,
    spi_wreq_pre_d3,
    spi_rreq_pre,
    spi_rreq_pre_d1,
    spi_rreq_pre_d2,
    spi_rreq_pre_d3,
    spi_rreq_pre_d4;
always @(posedge SPI_SLAVE_CLKB, negedge spi_slave_cs)
    if(!spi_slave_cs)
        spi_wreq_pre <= 1'b0;
    else if(write_mode && bit_cnt31)
        spi_wreq_pre <= 1'b1;
    else if(write_mode_byte && write_phase && (bit_cnt == 5'd7))
        spi_wreq_pre <= 1'b1;
    else if(bit_cnt == 5'd3)
        spi_wreq_pre <= 1'b0;
reg [31:0]spi2bus_wdata_tmp;
always @(posedge SPI_SLAVE_CLKB)
    if(write_mode && bit_cnt31)
        spi2bus_wdata_tmp <= {shift_in[30:0], spi_mosi_int};
    else if(write_mode_byte && (bit_cnt == 5'd7))
        spi2bus_wdata_tmp <= {shift_in[6:0], spi_mosi_int, 24'h0};
assign spi2bus_wdata = spi2bus_wdata_tmp;
always @(posedge SPI_SLAVE_CLKB, negedge spi_slave_cs)
    if(!spi_slave_cs)
        spi_rreq_pre <= 1'b0;
    else if(read_mode && header_phase_end)
        spi_rreq_pre <= 1'b1;
    else if(read_phase && (bit_cnt ==5'd2))
        spi_rreq_pre <= 1'b1;
    else if(bit_cnt == 5'd4)
        spi_rreq_pre <= 1'b0;
always @(posedge HCLK, negedge HRESETn)
    if(!HRESETn) begin
        spi_wreq_pre_d1 <= 1'b0;
        spi_wreq_pre_d2 <= 1'b0;
        spi_wreq_pre_d3 <= 1'b0;
        spi_rreq_pre_d1 <= 1'b0;
        spi_rreq_pre_d2 <= 1'b0;
        spi_rreq_pre_d3 <= 1'b0;
        spi_rreq_pre_d4 <= 1'b0;        
    end
    else begin
        spi_wreq_pre_d1 <= spi_wreq_pre;
        spi_wreq_pre_d2 <= spi_wreq_pre_d1;
        spi_wreq_pre_d3 <= spi_wreq_pre_d2;
        spi_rreq_pre_d1 <= spi_rreq_pre;
        spi_rreq_pre_d2 <= spi_rreq_pre_d1;
        spi_rreq_pre_d3 <= spi_rreq_pre_d2;
        spi_rreq_pre_d4 <= spi_rreq_pre_d3;
    end
assign spi2bus_wreq = spi_wreq_pre_d2 && !spi_wreq_pre_d3;
assign spi2bus_rreq = spi_rreq_pre_d3 && !spi_rreq_pre_d4;
endmodule
[design/flow/run.sh]
#!/bin/bash
# OpenROAD 26Q1-2900-gdf79404cd8, Yosys 0.63+post, stock flow scripts
make -C /OpenROAD-flow-scripts/flow DESIGN_CONFIG=/design/flow/config.mk WORK_HOME=/design/flow/orfs finish
==> run summary <==
fresh numbers from the pnr run: outcome=finished with violations, violations in the final reports=setup timing, total leakage power=3.677 nW, CP startpoint kind=flip-flop, kind of end point of the critical path=flip-flop, final tally of max-slew violations=0, simple share=0.1043, CTS tree=built, Mapped Area=5314 um2, Syn Area/Cell=14.52 um2, Tightest Hold Check Type=in -> async, wl on met1=5206 um, post-route DRC violation count=0, Tot GR Track Use=0.2386, clock input transition at the sequential cells of the worst setup and hold paths=0.06 ns, Vias per Instance=5.307, reg2reg start=bit_cnt[0], core region area=10,320 um2, Peak VDD IR=0.8681 mV, Die H=105.1 um, top post-synthesis cells by count=sky130_fd_sc_hd__dfrtp_1, sky130_fd_sc_hd__mux2_2, sky130_fd_sc_hd__edfxtp_1, sky130_fd_sc_hd__and3_1, sky130_fd_sc_hd__nand2_1, area after detailed placement=6684 um2, most frequently used cell type in the post-synthesis netlist=sky130_fd_sc_hd__dfrtp_1, transition time of the tightest slew-check pin=1.066 ns, routed wl met3=792 um, DR WL/cell=17.21 um, chip footprint=11,040 um2, number of violations of the max-capacitance limit=0, number of port buffers=84, Synth area leaders=sky130_fd_sc_hd__dfrtp_1, sky130_fd_sc_hd__edfxtp_1, sky130_fd_sc_hd__mux2_2, sky130_fd_sc_hd__and3_1, sky130_fd_sc_hd__ha_1, flip-flop cell with the highest count after synthesis=sky130_fd_sc_hd__dfrtp_1, XOR/XNOR Area Share=0.008241, number of vias after detailed routing=3,683, worst-path maximum fanout=32, Design Area, Final=8377 um2, die x size=105.1 um, post-synthesis adder-cell area fraction=0.01413, flops out of synthesis=133, top layer reached by signal wires=met4, number of cells produced by synthesis=366, number of enable-type register cells in the synthesized netlist=44, Worst EP arrival=2.28 ns, Dominant cell area share=0.4003, post-synth top area cell=sky130_fd_sc_hd__dfrtp_1, Final Hold Viols=0, ys async rst share=0.6541, type of the worst setup path=reg -> reg, setup repair after global routing missed its margin=yes, DRC marker count from the first detailed-route iteration=160, required time at the endpoint of the critical path=1.88 ns, initial antenna violation count=0, Init Core Util=0.5147, Overflow after GRT=0, warning total across the stage logs=33, mux frac, synth=0.1498, Top-Level Pins=87, cell count in the Yosys report=366, antenna-violating nets left=0, wire length after detailed routing=11,950 um, Unique masters post-synth=43, yosys warning tally=1, detailed route wirelength on metal2=5823 um, area delta synth->final=57.64%, top logic cell family in the synthesized netlist=multiplexers, TritonCTS sink count=133, Final TNS setup=-40.79 ns, number of antenna repair diodes=0, first drt pass iteration count=4, first-pass GRT wire length=18,930 um, Worst Slack Setup Final=-0.4006 ns, worst-case headroom to the max-slew limit=0.2869, final tally of setup violations=131, chip area from the yosys synthesis statistics=5314 um2, largest net degree at the start of global routing=35, aoi share=0.03909, fraction of final layout cells with drive strength greater than 1=0.4857, final HPWL from detailed placement=6306 um, worst clock skew=0.01166 ns, pwr dens=990.4 nW/um2, Critical Path Start=bit_cnt[0], dpl ws=-0.4241 ns, placer's final routability congestion estimate=0.8221, via count of the first global-routing pass=3,767, part of the Yosys area used for sequential elements=0.6664, Core Rows=37
[flip-flops by register name (all words and copies together), names as in the netlist, 5 cells and up]
| register | flops |
|---|---|
| shift_out | 32 |
| spi2bus_wdata_tmp | 32 |
| shift_in | 31 |
| spi2bus_addr | 12 |
| bit_cnt | 5 |
[cell usage in the layout (no fill, tap or decap), types with 4 or more instances in the layout]
cell type,n
sky130_fd_sc_hd__nor2_2,5
sky130_fd_sc_hd__nor2_4,6
sky130_fd_sc_hd__nand3_2,5
sky130_fd_sc_hd__buf_16,4
sky130_fd_sc_hd__nand4_1,4
sky130_fd_sc_hd__edfxtp_1,44
sky130_fd_sc_hd__nand2_1,9
sky130_fd_sc_hd__nor2b_1,4
sky130_fd_sc_hd__nand3_1,6
sky130_fd_sc_hd__buf_4,43
sky130_fd_sc_hd__mux2_2,57
sky130_fd_sc_hd__ha_4,4
sky130_fd_sc_hd__and3_4,23
sky130_fd_sc_hd__mux2_4,9
sky130_fd_sc_hd__inv_1,5
sky130_fd_sc_hd__clkbuf_16,18
sky130_fd_sc_hd__buf_6,19
sky130_fd_sc_hd__nand2_8,9
sky130_fd_sc_hd__clkbuf_8,8
sky130_fd_sc_hd__a21o_1,5
sky130_fd_sc_hd__a31oi_1,6
sky130_fd_sc_hd__clkdlybuf4s15_1,8
sky130_fd_sc_hd__buf_12,11
sky130_fd_sc_hd__o21ai_0,4
sky130_fd_sc_hd__clkdlybuf4s50_1,36
sky130_fd_sc_hd__dfrtp_1,84
sky130_fd_sc_hd__dlygate4sd2_1,33
[where the power goes]
| group | switching, mW | leakage, nW | internal, mW |
|---|---|---|---|
| logic | 0.0706 | 1.84 | 0.106 |
| clock network | 1.57 | 0.331 | 2.80 |
| registers | 0.00303 | 1.51 | 3.74 |
| total | 1.65 | 3.68 | 6.65 |
[path summary, 6_finish.rpt]
path                            slack [ns]         endpoint  cells past startpoint
worst max-delay path                 -0.40    shift_out[22]                      7
worst min-delay path                  0.33  spi_wreq_pre_d3                      1
worst max register to register       -0.40    shift_out[22]                      7
worst min register to register        0.34  spi_rreq_pre_d3                      0
max in group clk0                    -0.06   spi_slave_miso                      2
max in group asynchronous             0.32      shift_in[7]                      2
max in group clk1                     0.71     spi_miso_dly                      0
min in group clk2                     0.33     shift_out[0]                      3
min in group clk0                     0.34  spi_rreq_pre_d3                      0
min in group clk1                     0.58     spi_mosi_dly                      1
[cells by family after synthesis]
group | Yosys count
xor gates and xnor gates | 5
and+or+nand+nor | 99
DFF | 133
muxes | 71
buffers and inverters | 21
AOI/OAI and AO/OA | 31
adders and majority gates | 6
[what timing repair did]
item / 4_1_cts / 5_1_grt
gates resized: 159 / 42
buffers inserted: 28 / 17
pin swaps: 15 / 9
cloned: 10 / 0
hold endpoints to repair: 23 / 0
setup endpoints to repair: 175 / 146
hold buffers: 2 / 0
[per-stage QoR]
| stage | util | hold WS (ns) | total power, mW | instances |
|---|---|---|---|---|
| 2_1_floorplan | - | 0.004409 | 3.817 | 366 |
| 3_3_place_gp | 0.6474 | 0.2396 | 3.981 | 606 |
| 3_5_place_dp | 0.6474 | 0.2375 | 3.983 | 606 |
| 4_1_cts | 0.7931 | 0.3056 | 8.391 | 684 |
| 5_1_grt | 0.8114 | 0.3001 | 8.591 | 694 |
| 6_report | 0.8114 | 0.3289 | 8.297 | 694 |
[critical path, cell delays in order (launching register included)]
cell                      delay (ns)
sky130_fd_sc_hd__dfrtp_1        0.39
sky130_fd_sc_hd__ha_2           0.19
sky130_fd_sc_hd__and3_4         0.17
sky130_fd_sc_hd__ha_4           0.17
sky130_fd_sc_hd__a21o_1         0.20
sky130_fd_sc_hd__o21ai_4        0.07
sky130_fd_sc_hd__buf_12         0.21
sky130_fd_sc_hd__mux2_2         0.36
[metal layers]
layer | vias to the layer above | GRT usage
met2 | 129 | 0.3463
met5 | - | 0
met3 | 10 | 0.08640
met1 | 1827 | 0.3864
li1 | 1717 | -
met4 | 0 | 0.03018
[area by class of cell]
| cell class | count | area (um2) |
|---|---|---|
| inverter | 6 | 25.02 |
| timing repair buffer | 164 | 1702 |
| clock buffer | 28 | 568.0 |
| sequential | 133 | 3542 |
| multi-input combinational | 216 | 2267 |
| fill | 551 | 1947 |
| clock inverter | 11 | 102.6 |
| tap | 136 | 170.2 |
Power and IR drop assume default switching activity.
