`flow/config.mk`:
```
export PLATFORM = sky130hd
export DESIGN_NAME = dp_ram
export DESIGN_NICKNAME = dp_ram
export VERILOG_FILES = /design/flow/design.v
export SDC_FILE = /design/flow/constraint.sdc
export NUM_CORES = 4
export LEC_CHECK = 1
export CORE_UTILIZATION = 50
```
`flow/constraint.sdc`:
```
current_design dp_ram

set clk_period 4.0
set clk_io_pct 0.2

create_clock -name clk0 -period $clk_period [get_ports {clk}]

set non_clock_inputs [all_inputs -no_clocks]
set_input_delay [expr $clk_period * $clk_io_pct] -clock clk0 $non_clock_inputs
set_output_delay [expr $clk_period * $clk_io_pct] -clock clk0 [all_outputs]
```
`flow/design.v`:
```
module dp_ram #(
    parameter DATA_WIDTH=8, 
    parameter ADDR_WIDTH=6
)(
    input clk, we,
	input [(DATA_WIDTH-1):0] data,
	input [(ADDR_WIDTH-1):0] read_addr, write_addr,
	output reg [(DATA_WIDTH-1):0] q
);
reg [DATA_WIDTH-1:0] ram[2**ADDR_WIDTH-1:0];
always @ (posedge clk)  begin
    if (we)
        ram[write_addr] <= data;
    q <= ram[read_addr];
end
endmodule
```
`flow/run.sh`:
```
#!/bin/bash
# OpenROAD 26Q1-2900-gdf79404cd8, Yosys 0.63+post, stock flow scripts
make -C /OpenROAD-flow-scripts/flow DESIGN_CONFIG=/design/flow/config.mk WORK_HOME=/design/flow/orfs finish
```
==> results.txt <==
Physical implementation status

The flow ran to the end, and the final reports show no timing, DRC or antenna violations. The die outline width stands at 202.8 um. The via count of the first global-routing pass was 10590.

The post-synth register bit count is 520. The synthesized-area fraction occupied by xor and xnor cells stands at 0%. The final hold violation count recorded for this run is 0. In this run the cell area of the synthesized design comes to 20170 um2. The multi-input logic area stands at 4315 um2.

Looking at the setup timing report, the critical path kind is input pin to register. The pin count of the biggest net entering global routing stands at 65. The cell-mix breakdown from Yosys lists the compound-gate area share as 2.072%. TritonCTS built the clock tree. The floorplan-stage core utilization stands at 50.76%. The worst hold path belongs to the class input pin to register. The sum of routed wire length over all layers stands at 43470 um. Of all nets on the critical path, the largest fanout is 41.

The count of input and output buffers stands at 29. For the finished layout, the period the worst path requires is 2.891 ns. The post-CTS setup repair buffer count stands at 0. The peak supply drop stands at 0.3045 mV.

In this run the number of H-tree levels came out at 2. After synthesis, the netlist uses 40 different library cells. The final RePlAce weighted congestion stands at 0.8361.

Max-slew check failures listed in the final report amount to 0. The top-area cell type share of the netlist area stands at 76.24%. The number of core rows stands at 73. The number of violations reported at the end of detailed-routing iteration 0 stands at 553. The maximum buffer depth of the clock tree stands at 3. Per the cell usage report, the commonest logic cells after layout are edfxtp_1 (512), mux4_2 (126), buf_4 (90), nor2_1 (83), clkbuf_16 (51). The gate count after technology mapping stands at 940. The average cell area after synthesis stands at 21.45 um2.

The final setup violation count stands at 0. Sorting the synthesized cells by area gives the leading types as edfxtp_1 (76%), mux4_2 (14%), nor2_1 (1.5%), mux2i_1 (1.1%), dfxtp_1 (0.79%). The overall fraction of global-route tracks in use stands at 25.13%. The final layout report lists a filler cell count of 2859. After global routing the overflow that remains totals 0. The number of gates given a new drive strength after cts stands at 0.

The initial antenna violation count is 0. Cells with a size suffix above 1 make up 29.49% of the layout. The core footprint stands at 39730 um2. 30 I/O pins were placed. According to the dpl log, the detail-placed design has an HPWL of 27280 um. The tool flagged a number of max-cap violations equal to 0. Summing all flip-flop and latch instances after layout gives 15530 um2.

The CTS report gives the tree buffer count as 50. For reference, the top logic cell family by area is multiplexers. At the worst endpoint, the arrival time is 3.33 ns.

The overall die area stands at 41140 um2. The routed layout has 9586 vias. Setup repair after global routing left no endpoint under its margin. The number of sinks driven by the clock tree stands at 520.

The setup slack after placement stands at 0.4371 ns. The detail-routed net length per standard cell stands at 26.72 um. The clock arrives with 0.02090 ns of skew.

The detail route stage leaves a number of antenna-violating nets equal to 0. The first global-routing pass estimated 66340 um of wire. The final worst-path setup slack stands at 1.109 ns. Final hold analysis gives a worst-case slack of 0.6589 ns.

The static power due to leakage stands at 7.398 nW. The worst setup path is captured at a register. Looking at the clock tree report, the root buffer type is clkbuf_16.

The transition time at the pin with the least slew margin stands at 0.8364 ns. The number of standard cells in the final layout excluding fillers stands at 1627. The sequential fraction of the synthesis area stands at 77.03%. Dividing total power by cell area gives a power density of 489.4 nW/um2. The worst-case max-slew headroom was logged as 43.81%. The count of hold buffers inserted by post-cts repair stands at 0.

The maximum clock frequency stands at 345.8 MHz. The chip area from the yosys synthesis statistics stands at 20170 um2. The logs give a warning total of 25. The synthesized netlist devotes 0% of its cell area to adder and majority cells. The final-layout setup total negative slack stands at 0 ns.

In the finished design, the share of the clock period the worst path needs comes to 72.29%. After detailed placement, the design holds a cell count of 1535. The floorplan step set the die height to 202.8 um. The simple-gate share of the synthesized area stands at 3.388%. The number of inserted diodes stands at 0. The required arrival time at the worst endpoint stands at 4.44 ns. Per the cell usage report, the commonest logic cell in the layout is edfxtp_1. For this run, the number of Yosys warnings is 1. The total power stands at 11.33 mW. The worst setup path is launched from an input pin.

The synthesized design spends more area on one cell type than any other, namely edfxtp_1. At the later pin of the worst-skew pair, clock insertion delay measures 0.59 ns. The script logs the ratio of routed vias to standard cells as 5.892. For this design, Yosys synthesis ends with a cell count of 940. The pre-antenna-repair detailed-routing pass consisted of 5 iterations.

The clock slew at the register clock pins of the worst setup and hold paths stands at 0.06 ns. In this run the layout overhead on the synthesized area is reported as 14.77%. The DRC violation total left in the routed layout is recorded as 0.

The area fraction in mux cells stands at 15.94%.
-- cells in the mapped netlist, drive strengths merged --
cell type	n
edfxtp	512
mux4	126
nor2	83
buf	34
mux2i	23
nand2	19
clkbuf	17
nor2b	14
mux2	13
nand3	13
dfxtp	8
o221ai	8
o22ai	8
nand2b	7
nor3	7
a221oi	6
a211oi	4
o21ai	4
a21oi	3
a22oi	3
nand3b	3
o2111ai	3
o2bb2ai	3
a2111oi	2
nand4	2
nor4	2
o21a	2
o221a	2
o32ai	2
o41ai	2
a31oi	1
and2	1
nand4b	1
o311ai	1
or3	1
-- path summary, 6_finish.rpt --
kind	startpoint	to	cells past startpoint	slack (ns)
setup / recovery	read_addr[1]	q[0]$_DFF_P_	6	1.11
setup reg to reg	ram[41][0]$_DFFE_PP_	q[0]$_DFF_P_	4	1.83
hold / removal	data[5]	ram[13][5]$_DFFE_PP_	1	0.66
hold reg to reg	ram[34][2]$_DFFE_PP_	q[2]$_DFF_P_	4	0.84
-- critical path: stages --
cell       delay [ns]
buf_4            0.51
buf_4            0.31
mux4_2           0.51
mux2_2           0.29
a221oi_1         0.75
o2bb2ai_1        0.15
-- registers in the layout, summed over array words and instances (netlist names) --
register	flops
q	8
ram	512
-- report_power, final --
part           switching [mW]  total [mW]  internal (mW)
Sequential             0.0180        6.05           6.03
Clock                    1.96        4.71           2.75
Combinational           0.336       0.568          0.232
-- layer usage --
layer  share of wire (%)  routed length, um  GRT usage [%]  vias to the layer above
met3                  13               5865          15.38                       70
li1                    -                  -              -                     4172
met1                  38              16710          40.37                     4885
met5                   0                  0         0.2381                        -
met4                 2.3                997          4.753                        0
met2                  46              19900          34.31                      459
-- logic make-up (layout without fill, tap and decap cells) --
| group | after synthesis | in the layout |
|---|---|---|
| flops | 520 | 520 |
| mux | 162 | 162 |
| simple gates | 153 | 153 |
| compound gates | 54 | 54 |
| buf+inv | 51 | 213 |
-- area by class of cell --
cell class                      instances  area share (%)
Sequential cell                       520           67.12
Clock buffer                           66           6.147
Timing Repair Buffer                  121           4.255
Multi-Input combinational cell        369           18.65
Clock inverter                         26          0.9947
Tap cell                              525           2.838
-- per-stage QoR --
step / cell area (um2) / utilization [%]
6_report: 23140 / 58.25
2_1_floorplan: 20170 / -
3_3_place_gp: 21490 / 54.09
5_1_grt: 23140 / 58.25
4_1_cts: 23140 / 58.25
3_5_place_dp: 21490 / 54.09
Power is estimated from default activity; no workload was simulated.
