--- /design/flow/config.mk ---
export PLATFORM = sky130hd
export DESIGN_NAME = cordic
export DESIGN_NICKNAME = cordic
export VERILOG_FILES = /design/flow/design.v
export SDC_FILE = /design/flow/constraint.sdc
export NUM_CORES = 4
export LEC_CHECK = 1
export CORE_UTILIZATION = 30
--- /design/flow/constraint.sdc ---
current_design cordic

set clk_period 9.2
set clk_io_pct 0.2

create_clock -name clk0 -period $clk_period [get_ports {i_clk}]

set non_clock_inputs [all_inputs -no_clocks]
set_input_delay [expr $clk_period * $clk_io_pct] -clock clk0 $non_clock_inputs
set_output_delay [expr $clk_period * $clk_io_pct] -clock clk0 [all_outputs]
--- /design/flow/design.v ---
module	cordic #(
    parameter IW=18,	 
    parameter OW=18,	 
    parameter NSTAGES=18,
    parameter XTRA= 3, 
    parameter WW=21,	 
    parameter PW=18	 
)(
    input	wire				i_clk, 
    input	wire				i_reset, 
    input	wire				i_stb,
    input	wire	signed	[(IW-1):0]	i_xval, 
    input	wire	signed	[(IW-1):0]	i_yval,
    input	wire		[(PW-1):0]	i_phase,
    output	wire				o_busy,
    output	reg				o_done,
    output	reg	signed	[(OW-1):0]	o_xval,
    output	reg	signed	[(OW-1):0]	o_yval
);
	wire	signed [(WW-1):0]	e_xval, e_yval;
	assign	e_xval = { {i_xval[(IW-1)]}, i_xval, {(WW-IW-1){1'b0}} };
	assign	e_yval = { {i_yval[(IW-1)]}, i_yval, {(WW-IW-1){1'b0}} };
	reg	signed	[(WW-1):0]	xv, prex, yv, prey;
	reg		[(PW-1):0]	ph, preph;
	always @(posedge i_clk)
		case(i_phase[(PW-1):(PW-3)])
		3'b000: begin	 
			prex  <=  e_xval;
			prey  <=  e_yval;
			preph <= i_phase;
			end
		3'b001: begin	 
			prex  <= -e_yval;
			prey  <=  e_xval;
			preph <= i_phase - 18'h10000;
			end
		3'b010: begin	 
			prex  <= -e_yval;
			prey  <=  e_xval;
			preph <= i_phase - 18'h10000;
			end
		3'b011: begin	 
			prex  <= -e_xval;
			prey  <= -e_yval;
			preph <= i_phase - 18'h20000;
			end
		3'b100: begin	 
			prex  <= -e_xval;
			prey  <= -e_yval;
			preph <= i_phase - 18'h20000;
			end
		3'b101: begin	 
			prex  <=  e_yval;
			prey  <= -e_xval;
			preph <= i_phase - 18'h30000;
			end
		3'b110: begin	 
			prex  <=  e_yval;
			prey  <= -e_xval;
			preph <= i_phase - 18'h30000;
			end
		3'b111: begin	 
			prex  <=  e_xval;
			prey  <=  e_yval;
			preph <= i_phase;
			end
		endcase
	reg	[17:0]	cordic_angle [0:31];
	reg	[17:0]	cangle;
	initial	cordic_angle[ 0] = 18'h0_4b90;  
	initial	cordic_angle[ 1] = 18'h0_27ec;  
	initial	cordic_angle[ 2] = 18'h0_1444;  
	initial	cordic_angle[ 3] = 18'h0_0a2c;  
	initial	cordic_angle[ 4] = 18'h0_0517;  
	initial	cordic_angle[ 5] = 18'h0_028b;  
	initial	cordic_angle[ 6] = 18'h0_0145;  
	initial	cordic_angle[ 7] = 18'h0_00a2;  
	initial	cordic_angle[ 8] = 18'h0_0051;  
	initial	cordic_angle[ 9] = 18'h0_0028;  
	initial	cordic_angle[10] = 18'h0_0014;  
	initial	cordic_angle[11] = 18'h0_000a;  
	initial	cordic_angle[12] = 18'h0_0005;  
	initial	cordic_angle[13] = 18'h0_0002;  
	initial	cordic_angle[14] = 18'h0_0001;  
	initial	cordic_angle[15] = 18'h0_0000;  
	initial	cordic_angle[16] = 18'h0_0000;  
	initial	cordic_angle[17] = 18'h0_0000;  
	initial	cordic_angle[18] = 18'h0_0000;  
	initial	cordic_angle[19] = 18'h0_0000;  
	initial	cordic_angle[20] = 18'h0_0000;  
	initial	cordic_angle[21] = 18'h0_0000;  
	initial	cordic_angle[22] = 18'h0_0000;  
	initial	cordic_angle[23] = 18'h0_0000;  
	initial	cordic_angle[24] = 18'h0_0000;  
	initial	cordic_angle[25] = 18'h0_0000;  
	initial	cordic_angle[26] = 18'h0_0000;  
	initial	cordic_angle[27] = 18'h0_0000;  
	initial	cordic_angle[28] = 18'h0_0000;  
	initial	cordic_angle[29] = 18'h0_0000;  
	initial	cordic_angle[30] = 18'h0_0000;  
	initial	cordic_angle[31] = 18'h0_0000;  
	reg		idle, pre_valid;
	reg	[4:0]	state;
	initial	idle = 1'b1;
	always @(posedge i_clk)
	if (i_reset)
		idle <= 1'b1;
	else if (i_stb)
		idle <= 1'b0;
	else if (state == 17)
		idle <= 1'b1;
	initial	pre_valid = 1'b0;
	always @(posedge i_clk)
	if (i_reset)
		pre_valid <= 1'b0;
	else
		pre_valid <= (i_stb)&&(idle);
	always @(posedge i_clk)
		cangle <= cordic_angle[state];
	initial	state = 0;
	always @(posedge i_clk)
	if (i_reset)
		state <= 0;
	else if (idle)
		state <= 0;
	else if (state == 17)
		state <= 0;
	else
		state <= state + 1;
	always @(posedge i_clk)
	if (pre_valid)
	begin
		xv <= prex;
		yv <= prey;
		ph <= preph;
	end else if (ph[PW-1])
	begin
		xv <= xv + (yv >>> state);
		yv <= yv - (xv >>> state);
		ph <= ph + (cangle);
	end else begin
		xv <= xv - (yv >>> state);
		yv <= yv + (xv >>> state);
		ph <= ph - (cangle);
	end
	wire	[(WW-1):0]	final_xv, final_yv;
	assign	final_xv = xv + $signed({{(OW){1'b0}},
				xv[(WW-OW)],
				{(WW-OW-1){!xv[WW-OW]}}});
	assign	final_yv = yv + $signed({{(OW){1'b0}},
				yv[(WW-OW)],
				{(WW-OW-1){!yv[WW-OW]}}});
	initial	o_done = 1'b0;
		always @(posedge i_clk)
	if (i_reset)
		o_done <= 1'b0;
	else
		o_done <= (state >= 17);
	always @(posedge i_clk)
	if (state >= 17)
	begin
		o_xval <= final_xv[WW-1:WW-OW];
		o_yval <= final_yv[WW-1:WW-OW];
	end
	assign	o_busy = !idle;
	wire	[(2*WW-2*OW-1):0] unused_val;
	assign	unused_val = { final_xv[WW-OW-1:0], final_yv[WW-OW-1:0] };
endmodule
--- /design/flow/run.sh ---
#!/bin/bash
# OpenROAD 26Q1-2900-gdf79404cd8, Yosys 0.63+post, stock flow scripts
make -C /OpenROAD-flow-scripts/flow DESIGN_CONFIG=/design/flow/config.mk WORK_HOME=/design/flow/orfs finish
==> impl_report.txt <==
=== SYNTHESIS / PLACE & ROUTE SUMMARY ===
----------------------------------------------------
[Power]
  Total power ........................ 6.25 mW
  Worst ir drop on vdd ........................ approximately 170 uV
  Leakage ........................ approximately 6.5 nW
  Power density cells ........................ 361 mW/mm^2

[Finish]
  Most frequent cells in the layout ........................ nand2_1, nor2_1, a21oi_1, o21ai_0, dfxtp_1
  Layout fillers ........................ a little over 5k
  Share of cells above drive strength 1 ........................ under 10%
  Area delta synth->final ........................ 12.8%
  Most numerous logic cell after layout ........................ nand2_1

[Timing]
  Fmax ........................ around 0.16 GHz
  Worst slew slack as a fraction of its limit ........................ roughly 29%
  Setup tns final ........................ 0 ns
  Ratio of final minimum period to clock period ........................ between 60% and 70%
  Final Critical Period ........................ between 6 and 7 ns
  Final Setup Violations ........................ 0
  Number of max-slew violations in the final report ........................ 0
  Number of endpoints with negative hold slack in the final report ........................ 0
  Final Skew ........................ ~0.012 ns
  Unrepaired setup endpoints after global routing ........................ no
  Least-Margin Pin Slew ........................ around 1.0 ns

[Logic synthesis]
  Predominant post-synthesis flop cell ........................ dfxtp_1
  Post-synth ARST share ........................ 0%
  Cell types occupying the most area after synthesis ........................ dfxtp_1, mux4_2, edfxtp_1, ha_1, a21oi_1
  Area of the synthesized netlist per yosys stat ........................ around 0.015 sq mm
  Yosys top cell by area ........................ dfxtp_1
  Number of enable flip-flop cells ........................ 36
  Count of unique library cells instantiated by Yosys ........................ just under 90
  Post-synthesis instance total ........................ approximately 1.9k
  Count of synthesis-stage warnings from yosys ........................ 1
  Proportion of synthesized chip area in sequential cells ........................ 25.1%
  Netlist area before placement ........................ roughly 0.015 sq mm
  Synthesized area per cell ........................ between 8 and 9 sq um
  Top cell area share ........................ between 10% and 20%
  Flop and latch count out of synthesis ........................ between 150 and 200
  Number of standard cells reported by yosys ........................ 1883

[Drt]
  Vias per cell ........................ ~5.5
  Vias ........................ ~14k
  Post-Route WL ........................ just under 50 mm
  DRC viols ........................ 0
  Avg WL per Cell ........................ between 15 and 20 um
  Residual antenna-violating net count after detailed routing ........................ 0
  Number of iterations in the first detailed-routing pass ........................ 5
  N_diodes ........................ 0
  Iter 0 DRT Violations ........................ between 1k and 1.5k

[Clock network]
  Number of sinks driven by the clock tree ........................ 175
  H-Tree Level Count ........................ 4
  CTS Buf Count ........................ 17
  Hold bufs inserted after CTS ........................ 0
  Root cell of the clock tree ........................ clkbuf_16
  Worst-case clock buffer depth ........................ 2
  CTS tree ........................ built
  Clk ins delay skew pair ........................ 0.45 ns
  Worst-path clk slew ........................ ~0.070 ns
  Post CTS Setup Buffer Count ........................ 0
  PostCTS Resize Cnt ........................ 0

[Die]
  Core Density at Floorplan ........................ a little over 30%
  Chip Width ........................ approximately 230 um
  Die boundary height ........................ 228 um
  Row count ........................ approximately 82
  IO Count ........................ 95
  Chip area ........................ between 0.05 and 0.06 sq mm
  Floorplan core area ........................ just over 0.05 sq mm

[Global routing]
  Number of antenna violations at the first check in global routing ........................ 1
  Total GRT Usage ........................ 18.8%
  Overflow left after global routing ........................ 0
  Largest net degree at the start of global routing ........................ 77
  Wire length of the first global-routing pass ........................ 76.0 mm
  Via count of the first global-routing pass ........................ 13.3k

[Critical path]
  Data arrival at the endpoint of the critical path ........................ 6.71 ns
  Launching element type of the critical path ........................ flip-flop
  Setup CP Type ........................ flip-flop to flip-flop
  Worst-path maximum fanout ........................ about 48
  Sort of element at the end of the critical path ........................ flip-flop
  Req. time, crit path ........................ ~9.6 ns

[Place]
  Final GP Congestion ........................ slightly below 1
  Number of buffers inserted by port buffering ........................ approximately 94
  HPWL reported at the end of detailed placement ........................ between 30 and 40 mm

[Run]
  Max-cap violation count ........................ 0
  OpenROAD warning count ........................ 34

[Outcome]
  Result of the run ........................ finished clean

[Hold path]
  Hold WC Path Type ........................ flip-flop to flip-flop

----------------------------------------------------
cell usage after synthesis (18+ instances only):
library cell,instances
clkbuf_1,98
a211oi_1,23
mux4_2,51
nor3_1,46
ha_1,77
xnor2_1,82
o211ai_1,18
a31oi_1,24
o21ai_0,146
nand3_1,32
inv_1,58
nand2_1,206
dfxtp_1,139
a21oi_1,167
mux2_2,33
nor2_1,176
buf_2,19
xor2_1,71
edfxtp_1,36
mux2i_1,46
sequential cells by signal (all words and copies together) (netlist names), 5 cells and up:
register	flops
yv	21
cangle	15
state	5
ph	18
xv	21
prey	19
o_xval	18
preph	18
o_yval	18
prex	19
critical path, cell delays in order (launching register included):
cell and delay (ns):
dfxtp_2 0.60, buf_4 0.64, mux4_2 0.64, nand2_1 0.09, nand2_1 0.05, o21ai_0 0.28, nor2_1 0.07, a31oi_1 0.21
ha_1 0.22, and2_1 0.17, a21oi_1 0.08, xor2_1 0.17, nor2_1 0.09, a21oi_1 0.05, ha_1 0.32, and3_1 0.17
a221oi_1 0.24, a21boi_0 0.42, o21ai_0 0.20, o41ai_1 0.64, o21ai_0 0.26, o21a_1 0.24, o21a_1 0.17, o31ai_1 0.21
worst paths after layout:
check	startpoint	depth (start not counted)	to	slack (ns)
max	state[0]$_SDFF_PP0_	23	xv[19]$_DFF_P_	2.85
min	prey[18]$_DFF_P_	2	yv[18]$_DFF_P_	0.43
max reg2reg	state[0]$_SDFF_PP0_	23	xv[19]$_DFF_P_	2.85
min reg2reg	prey[18]$_DFF_P_	2	yv[18]$_DFF_P_	0.43
per-layer routing:
metal | share of wire (%) | vias to the layer above | track usage (%)
met5 | 0 | - | 0.276
li1 | - | 6846 | -
met3 | 9.0 | 64 | 5.07
met2 | 43 | 604 | 27.7
met4 | 2.0 | 0 | 3.82
met1 | 46 | 6518 | 28.2
stage by stage:
| step | hold WS (ns) | worst slack, ns | cell area (sq um) | utilization, % | std cells |
|---|---|---|---|---|---|
| floorplan | 0.401 | 3.93 | 15400 | - | 1883 |
| global placement | 0.415 | 3.03 | 16700 | 33.2 | 2534 |
| detailed placement | 0.414 | 2.95 | 16700 | 33.2 | 2534 |
| CTS | 0.430 | 2.92 | 17300 | 34.4 | 2566 |
| global route | 0.455 | 2.25 | 17300 | 34.4 | 2566 |
| finish | 0.426 | 2.85 | 17300 | 34.4 | 2566 |
final cells by class:
type                            count  area [sq um]  share of cell area (%)
Tap cell                          672           841                    4.85
Sequential cell                   175          3870                    22.3
Clock buffer                       19           464                    2.68
Inverter                           63           236                    1.36
Clock inverter                     13           125                   0.722
Multi-Input combinational cell   1504         10700                    61.6
Timing Repair Buffer              120          1120                    6.48
logic make-up after synthesis:
group / Yosys count / share of synthesized area [%]
muxes: 138 / 14.3
buffers and inverters: 204 / 5.47
DFF: 175 / 25.1
adders and majority gates: 81 / 6.73
xor gates and xnor gates: 153 / 8.72
AOI/OAI and AO/OA: 536 / 21.7
and+or+nand+nor: 596 / 18.0
report_power, final:
| group | internal, mW | total, mW | switching, mW |
|---|---|---|---|
| logic | 1.82 | 4.09 | 2.27 |
| clock network | 0.400 | 0.722 | 0.322 |
| registers | 1.03 | 1.44 | 0.405 |
Power is estimated from default activity; no workload was simulated.
